==> design/flow/design.v <==
`timescale 1ns / 1ps
module IFID_Reg(
    clk_i,
    rst_i,
    IF_Flush,
    IFID_Write,
    addr_i,
    PC_add4_i,
    instr_i,
    addr_o,
    PC_add4_o,
    instr_o
    );
input clk_i;
input rst_i;
input IF_Flush;
input IFID_Write;
input [31:0] addr_i;
input [31:0] PC_add4_i;
input [31:0] instr_i;
output reg [31:0] addr_o;
output reg [31:0] PC_add4_o;
output reg [31:0] instr_o;
always@(posedge clk_i) begin
    if (~rst_i || IF_Flush) begin
        addr_o <= 32'd0;
        PC_add4_o <= 32'd0;
        instr_o <=32'd0; 
    end
    else if (IFID_Write) begin
        addr_o <= addr_i;
        PC_add4_o <= PC_add4_i;
        instr_o <= instr_i;
    end
end
endmodule
==> design/flow/run.sh <==
#!/bin/bash
# OpenROAD 26Q1-2900-gdf79404cd8, Yosys 0.63+post, stock flow scripts
make -C /OpenROAD-flow-scripts/flow DESIGN_CONFIG=/design/flow/config.mk WORK_HOME=/design/flow/orfs finish
==> design/flow/config.mk <==
export PLATFORM = sky130hd
export DESIGN_NAME = IFID_Reg
export DESIGN_NICKNAME = IFID_Reg
export VERILOG_FILES = /design/flow/design.v
export SDC_FILE = /design/flow/constraint.sdc
export NUM_CORES = 4
export LEC_CHECK = 1
export CORE_UTILIZATION = 30
==> design/flow/constraint.sdc <==
current_design IFID_Reg

set clk_period 3.1
set clk_io_pct 0.2

create_clock -name clk0 -period $clk_period [get_ports {clk_i}]

set non_clock_inputs [all_inputs -no_clocks]
set_input_delay [expr $clk_period * $clk_io_pct] -clock clk0 $non_clock_inputs
set_output_delay [expr $clk_period * $clk_io_pct] -clock clk0 [all_outputs]
==> flow_summary.json <==
{
  "warning_count": 25,
  "required_ns": 2.48,
  "area_delta_synth_final_pct": 66.8,
  "holdBufCountCts": 0,
  "ir_drop_v": 0.000322,
  "holdPathStages": 2,
  "dp.cells": 628,
  "finalClockSkew_ns": 0,
  "top_cell_area_share": 0.558,
  "startpoint": "addr_o[31]",
  "regToRegSetupSlack_ns": 2.45,
  "root_buffer": "clkbuf_16",
  "ant_nets": 0,
  "synth_chip_area_mm2": 0.00344,
  "postSynthSeqShare": 0.558,
  "r2r-start": "addr_o[6]",
  "drv_cap": 0,
  "maxSlewViolCount": 0,
  "avgViaCountPerCell": 4.30,
  "crit_buf_inv": 1,
  "cts_tree": "done",
  "arrival_ns": 1.16,
  "outcome": "finished clean",
  "power_mw": 2.76,
  "holdWs_ns": 0.490,
  "overflow": 0,
  "grt_pass1_wl_mm": 13.1,
  "wl_per_cell_um": 13.4,
  "clock_latency_ns": 0.32,
  "ctsResizeCount": 0,
  "synth.largest_area_cell": "dfxtp_1",
  "antenna_found_initial": 0,
  "postLayoutSetupSlackWorst_ns": 1.32,
  "cp_top_family": "buffers and inverters",
  "crit_fanout": 2,
  "p_per_area_mw_per_mm2": 481,
  "yosysCellCount": 311,
  "clock_path_buffers": 2,
  "hpwlAfterDp_mm": 6.20,
  "layout-drive-gt1-share": 0.0417,
  "cts_buffers": 9,
  "ff2ff_path_depth": 2,
  "end_kind": "output pin",
  "synth_cell_types": 10,
  "worst_path_max_delay_cell": "clkdlybuf4s50_1",
  "grt_max_degree": 55,
  "path_clk_slew_ns": 0.07,
  "first_iter_violations": 78,
  "syn_avg_cell_area_um2": 11.1,
  "syn_inst": 311,
  "drt_pass1_iterations": 4,
  "worst_pin_slew_ns": 0.688,
  "min_from": "instr_o[1]",
  "io_pins": 196,
  "synth_warnings": 1,
  "final_cell_mix": "194 x clkdlybuf4s50_1, 96 x dfxtp_1, 96 x mux2i_1, 96 x nor2_1, 9 x clkbuf_16",
  "grt_pass1_vias": 2714,
  "vias": 2767,
  "fillers": 1008,
  "syn_area_mm2": 0.00344,
  "totalWireLength_mm": 8.65,
  "crit_path_cell_trace": "clkdlybuf4s50_1",
  "setup_viol": 0,
  "h-tree-depth": 3,
  "io_buffers": 195,
  "cts_setup_buffers": 0,
  "antennaDiodeCount": 0,
  "die_width_um": 109,
  "gp_congestion": 0.752,
  "dieArea_mm2": 0.0119,
  "die_y_um": 109,
  "p_leak_nw": 2.37,
  "setup.worst_path.class": "flip-flop to output pin",
  "row_count": 38,
  "fin_cells": 644,
  "initCoreUtil": 0.312,
  "worstSetupEndpoint": "addr_o[31]",
  "final_common_cell": "clkdlybuf4s50_1",
  "ys_ff": 96,
  "pre_cts_slack_ns": 0.974,
  "grtUsageTotal": 0.142,
  "max_stage_delay_ns": 0.48,
  "coreArea_mm2": 0.0110,
  "fmax_ghz": 0.562,
  "max-slew-margin-rel": 0.541,
  "layout_worst_path_cycle_share": 0.574,
  "rsz0062_at_grt": "false",
  "regToRegEndpoint": "addr_o[6]",
  "cts_sinks": 96,
  "hold_viol": 0,
  "finalSetupTns_ns": 0,
  "ys_top_cells_by_area": "dfxtp_1 56%, mux2i_1 28%, nor2_1 10%",
  "holdCritPathClass": "flip-flop to flip-flop",
  "start_kind": "flip-flop",
  "min_period_ns": 1.78,
  "cp.depth": 1,
  "drcViolationCount": 0
}
## how the worst min path moves through the flow
stage | endpoint | slack (ns)
after CTS | PC_add4_o[20] | 0.50
after global routing | PC_add4_o[29] | 0.52
final | instr_o[1] | 0.49
## logic make-up after synthesis
group | Yosys count | share of synthesized area
simple gates | 97 | 0.106
mux | 96 | 0.279
flops | 96 | 0.558
buf+inv | 22 | 0.0563
## state kept, by name (all words and copies together) (netlist names)
| register | cells |
|---|---|
| instr_o | 32 |
| addr_o | 32 |
| PC_add4_o | 32 |
## stage by stage
| stage | util | cell area, um2 |
|---|---|---|
| detailed placement | 0.493 | 5440 |
| finish | 0.521 | 5740 |
| CTS | 0.521 | 5740 |
| global placement | 0.493 | 5440 |
| global route | 0.521 | 5740 |
| floorplan | - | 3440 |
## area by class of cell
type                            instances  area [um2]  area share
Clock buffer                           11         243      0.0423
Sequential cell                        96        1920       0.335
Tap cell                              140         175      0.0305
Clock inverter                          5        63.8      0.0111
Multi-Input combinational cell        193        1340       0.232
Timing Repair Buffer                  199        2000       0.349
## synth_stat cells (all sizes together)
master   n
nor2    96
buf     16
nand2b   1
mux2i   96
dfxtp   96
clkbuf   6
## report_power, final
part	leakage (nW)	total [mW]	switching, mW	internal (mW)
Combinational	1.44	0.346	0.107	0.239
Clock	0.147	1.12	0.465	0.655
Sequential	0.782	1.29	0.0202	1.27
## worst min-delay path, cell delays in order (launching register included)
cell	delay, ns
dfxtp_1	0.32
mux2i_1	0.06
nor2_1	0.07
## routing by layer
metal	track usage	wire (um)	vias to the layer above
li1	-	-	1397
met1	0.204	3820	1243
met2	0.221	3860	119
met3	0.0433	895	8
met4	0.0164	72	0
met5	0	0	-
No activity file was given, so power comes from the tool's default toggle rates.
