### design/flow/run.sh
#!/bin/bash
# OpenROAD 26Q1-2900-gdf79404cd8, Yosys 0.63+post, stock flow scripts
make -C /OpenROAD-flow-scripts/flow DESIGN_CONFIG=/design/flow/config.mk WORK_HOME=/design/flow/orfs finish
### design/flow/config.mk
export PLATFORM = sky130hd
export DESIGN_NAME = FW_Unit
export DESIGN_NICKNAME = FW_Unit
export VERILOG_FILES = /design/flow/design.v
export SDC_FILE = /design/flow/constraint.sdc
export NUM_CORES = 4
export LEC_CHECK = 1
export CORE_AREA = 10 10 70 70
export DIE_AREA = 0 0 80 80
### design/flow/constraint.sdc
current_design FW_Unit

set clk_period 1.7
set clk_io_pct 0.2

create_clock -name clk0 -period $clk_period

set non_clock_inputs [all_inputs -no_clocks]
set_input_delay [expr $clk_period * $clk_io_pct] -clock clk0 $non_clock_inputs
set_output_delay [expr $clk_period * $clk_io_pct] -clock clk0 [all_outputs]
### design/flow/design.v
`timescale 1ns / 1ps
module FW_Unit(
    IDEX_RS,
    IDEX_RT,
    EXMem_RD,
    MemWB_RD,
    EXMem_RegWrite,
    MemWB_RegWrite,
    ForwardA,
    ForwardB
    );
input [5-1:0] IDEX_RS;
input [5-1:0] IDEX_RT;
input [5-1:0] EXMem_RD;
input [5-1:0] MemWB_RD;
input EXMem_RegWrite;
input MemWB_RegWrite;
output reg [2-1:0] ForwardA;
output reg [2-1:0] ForwardB;
always@(*) begin
    if (EXMem_RegWrite && ((EXMem_RD!=5'd0) && (EXMem_RD==IDEX_RS))) begin
        ForwardA = 2'b10;
    end
    else if (MemWB_RegWrite && (MemWB_RD!=5'd0) && (MemWB_RD==IDEX_RS) && !(EXMem_RegWrite && ((EXMem_RD!=5'd0) && (EXMem_RD==IDEX_RS)))) begin
        ForwardA = 2'b01;
    end
    else begin
        ForwardA = 2'b00;
    end
    if (EXMem_RegWrite && ((EXMem_RD!=5'd0) && (EXMem_RD==IDEX_RT))) begin
        ForwardB = 2'b10;
    end
    else if (MemWB_RegWrite && ((MemWB_RD!=5'd0) && (MemWB_RD==IDEX_RT) && !(EXMem_RegWrite && ((EXMem_RD!=5'd0) && (EXMem_RD==IDEX_RT))))) begin
        ForwardB = 2'b01;
    end
    else begin
        ForwardB = 2'b00;
    end
end
endmodule
==> qor.rpt <==
HOLD PATH
------------------------------------------------------------------------------
Worst hold start                                                   EXMem_RD[4]
Worst Hold End                                                     ForwardB[1]
Hold Crit Class                                                         in2out
Hold-critical path depth                                                     7

PLACED DESIGN
------------------------------------------------------------------------------
Worst setup slack after placement                                    -0.886 ns
Instance area at placement                                             679 um2
Count of port buffers added during placement                                26
Dpl hpwl                                                               1180 um
Instance count after placement with tap cells included                     120
Placer Congestion                                                        0.787

SYNTH
------------------------------------------------------------------------------
List of most frequent post-synthesis cells                        10 x sky130_fd_sc_hd__xnor2_1, 10 x sky130_fd_sc_hd__xor2_1, 4 x sky130_fd_sc_hd__nand3_1, 4 x sky130_fd_sc_hd__nor3_1
Count of mapped cells out of synthesis                                      34
Cells taking the most area after synthesis                        sky130_fd_sc_hd__xnor2_1 34%, sky130_fd_sc_hd__xor2_1 34%, sky130_fd_sc_hd__nand3_1 7.8%
Share of the synthesized area in the top cell type                       34.1%
Yosys warning tally                                                          1
Synth area leader                                                 sky130_fd_sc_hd__xnor2_1
Chip area in the Yosys report                                          256 um2
Cell Area, Synth                                                       256 um2
Distinct lib cells used                                                      8
Mean post-synth cell area                                             7.54 um2
Fraction of the yosys area taken by sequential cells                        0%
Ys cells                                                                    34

GLOBAL ROUTING
------------------------------------------------------------------------------
GRT Resource Usage Total                                                 3.95%
Vias in the first global route                                             454
Initial antenna violation count                                              1
Pin count of the biggest net entering global routing                         4
Wire length of the first global-routing pass                           2080 um
Global-route congestion overflow total                                       0

DIE
------------------------------------------------------------------------------
Core outline area                                                  0.00342 mm2
Effective utilization at floorplan                                       7.51%
Die Span X                                                               80 um
Chip height                                                              80 um
Site row count                                                              21
Boundary Pins                                                               26
Total die area                                                     0.00640 mm2

DRT
------------------------------------------------------------------------------
Overall via count from detail_route                                        409
Number of detailed-route iterations in the first pass                        2
Wire length per cell                                                   11.2 um
WL final                                                               1370 um
Via-per-instance ratio                                                    3.33
Initial drt markers                                                          8
Residual antenna-violating net count after detailed routing                  0
DRC violations left                                                          0

POWER
------------------------------------------------------------------------------
Leakage power                                                         0.327 nW
Power density over the cells                                        213 mW/mm2
IR drop worst, VDD                                                     30.9 uV

LAYOUT
------------------------------------------------------------------------------
Number of standard cells in the layout, taps in and fillers out            123
Count of clock buffers in the final design                                   0
Number of fillers in the final layout                                      369
FF+latch area                                                            0 um2
Combinational gate area                                                332 um2
Relative area change from synthesis to final layout                       195%
Share of cells above drive strength 1                                    47.4%
Total non-filler cell area in the finished layout                      756 um2
Sequential cell count                                                        0

STATUS
------------------------------------------------------------------------------
Status                                                            finished, violations left
Failing checks                                                    setup timing

FINAL TIMING
------------------------------------------------------------------------------
Unrepaired setup endpoints after global routing                            yes
Relative slew slack                                                      81.6%
Final Hold Violating Endpoints                                               0
Final period demand of the worst path                                  1.93 ns
Final count of pins violating max slew                                       0
Worst hold slack                                                       1.28 ns
Peak Freq                                                            0.519 GHz
Final setup violation count                                                  4
Slew of the pin with the lowest slew margin                           0.275 ns
Share of the clock period used by the worst path after layout             113%
Setup WS post-layout                                                 -0.225 ns

WORST SETUP PATH
------------------------------------------------------------------------------
Critical path start-end classification                                  in2out
Worst setup SP type                                                  input pin
Data arrival time of the critical path                                 1.59 ns
Top fanout value on the critical path                                        2
Element type at the critical path end                             primary output
Endpoint required time on the critical path                            1.36 ns

JOB
------------------------------------------------------------------------------
Total tool warning count                                                    34
Max-cap violations                                                           0

CTS
------------------------------------------------------------------------------
Hold-fix buffer count after cts                                              0

[worst max path at each step]
stage	start	endpoint	slack, ns
after CTS	EXMem_RD[3]	ForwardA[0]	-0.20
after global routing	EXMem_RD[1]	ForwardA[0]	-0.29
final	EXMem_RD[1]	ForwardA[0]	-0.23
[cells in the final DEF (no fill, tap or decap), drive strengths merged]
master / synthesis / layout
o21ai: 2 / 2
clkdlybuf4s50: 0 / 3
buf: 0 / 24
nor4: 2 / 2
xnor2: 10 / 10
nor3: 4 / 4
diode: 0 / 1
dlygate4sd2: 0 / 14
clkbuf: 0 / 1
or4: 2 / 2
nand3: 4 / 4
xor2: 10 / 10
[logic make-up (layout without fill, tap and decap cells)]
family / count (synthesis) / in the layout / synth area share [%]
buffers and inverters: 0 / 42 / 0
and+or+nand+nor: 12 / 12 / 26.3
xor gates and xnor gates: 20 / 20 / 68.3
other: 0 / 1 / 0
AOI/OAI and AO/OA: 2 / 2 / 5.36
[metrics by stage]
stage	TNS, ns	power (W)	utilization (%)
final	-0.726	0.000161	22.1
after detailed placement	-3.23	0.000145	19.9
after floorplan	0	0.0000441	-
after global routing	-0.957	0.000174	22.1
after CTS	-0.726	0.000155	21.2
after global placement	-3.10	0.000145	19.9
[worst max-delay path, cell delays in order]
cell and delay (ns):
sky130_fd_sc_hd__buf_6 0.09, sky130_fd_sc_hd__or4_4 0.54, sky130_fd_sc_hd__o21ai_4 0.16, sky130_fd_sc_hd__buf_6 0.12
sky130_fd_sc_hd__nor4_4 0.03, sky130_fd_sc_hd__nor3_2 0.18, sky130_fd_sc_hd__buf_2 0.12
[layout make-up]
type / instances / share of cell area [%]
well taps: 46 / 7.62
multi-input cells: 34 / 43.9
diodes: 1 / 0.331
repair buffers: 42 / 48.2
[power breakdown]
group,total (W),internal [W],switching [W]
clock network,0.0000000000786,0.0000000000786,0
logic,0.000161,0.0000963,0.0000649
registers,0,0,0
[layer usage]
metal / vias up / global-route usage (%) / share of wire, %
li1: 205 / - / -
met1: 189 / 4.50 / 37
met2: 15 / 7.30 / 52
met3: 0 / 1.36 / 10
met4: 0 / 0 / 0
met5: - / 0 / 0
[what timing repair did]
| action | in CTS | in global routing |
|---|---|---|
| setup endpoints to repair | 4 | 4 |
| pin swaps | 13 | 4 |
| buffers inserted | 2 | 0 |
| resized | 59 | 8 |
No activity file was given, so power comes from the tool's default toggle rates.
