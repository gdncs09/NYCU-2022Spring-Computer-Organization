===== flow/design.v =====
`timescale 1ns/1ps
module alu(
           clk,            
           rst_n,          
           src1,           
           src2,           
           ALU_control,    
           result,         
           zero,           
           cout,           
           overflow        
           );
input           clk;
input           rst_n;
input  [32-1:0] src1;
input  [32-1:0] src2;
input   [4-1:0] ALU_control;
output [32-1:0] result;
output          zero;
output          cout;
output          overflow;
reg   [32-1:0] result;
reg             zero;
reg             cout;
reg             overflow;
wire    [2-1:0] operation;
wire            A_invert, B_invert;
wire            less;
wire   [32-1:0] res;
wire   [32-1:0] carry;
wire            first;
always@( posedge clk or negedge rst_n ) 
begin
	if(!rst_n) 
	begin        
	end
	else 
	begin
        result = res;
        zero = (result == 0)? 1: 0;
        cout = (operation == 2)? carry[31] : 0; 
        overflow = ((src1[31]&(src2[31]^B_invert))^result[31])&(B_invert^A_invert)&~(src1[31]^src2[31]);        
	end	
end
assign A_invert = ALU_control[3];
assign B_invert = ALU_control[2];
assign operation = ALU_control[1:0];
assign first = (ALU_control == 4'b0110)? 1: (ALU_control == 4'b0111)? 1: 0;
genvar i;
generate	  
	   for (i = 0; i < 32; i = i+1)
	   begin
	       alu_top alu(
	           .src1(src1[i]),
	           .src2(src2[i]),
	           .less((i==0)? less: 1'b0),
	           .A_invert(A_invert),
	           .B_invert(B_invert),
	           .cin((i==0)? first : carry[i-1]),
	           .operation(operation),
	           .result(res[i]),
	           .cout(carry[i])
	       );
	   end
endgenerate 
assign less = (src1[31]^(~src2[31])^carry[30]);
endmodule
`timescale 1ns/1ps
module alu_top(
               src1,        
               src2,        
               less,        
               A_invert,    
               B_invert,    
               cin,         
               operation,   
               result,      
               cout,        
               );
input         src1;
input         src2;
input         less;
input         A_invert;
input         B_invert;
input         cin;
input [2-1:0] operation;
output        result;
output        cout;
reg           result;
wire r0, r1, r2;
wire src1_temp, src2_temp;
assign src1_temp = (A_invert)? ~src1:src1;
assign src2_temp = (B_invert)? ~src2:src2;
assign {cout, r2} = src1_temp + src2_temp + cin;
and g0(r0, src1_temp, src2_temp);
or g1(r1, src1_temp, src2_temp);
always@(*)
begin
    case (operation[2-1:0])
        2'd0: result = r0;
        2'd1: result = r1;
        2'd2: result = r2;
        2'd3: result = less;
    endcase  
end
endmodule

===== flow/constraint.sdc =====
current_design alu

set clk_period 24.8
set clk_io_pct 0.2

create_clock -name clk0 -period $clk_period [get_ports {clk}]

set non_clock_inputs [all_inputs -no_clocks]
set_input_delay [expr $clk_period * $clk_io_pct] -clock clk0 $non_clock_inputs
set_output_delay [expr $clk_period * $clk_io_pct] -clock clk0 [all_outputs]

===== flow/run.sh =====
#!/bin/bash
# OpenROAD 26Q1-2900-gdf79404cd8, Yosys 0.63+post, stock flow scripts
make -C /OpenROAD-flow-scripts/flow DESIGN_CONFIG=/design/flow/config.mk WORK_HOME=/design/flow/orfs finish

===== flow/config.mk =====
export PLATFORM = sky130hd
export DESIGN_NAME = alu
export DESIGN_NICKNAME = alu
export VERILOG_FILES = /design/flow/design.v
export SDC_FILE = /design/flow/constraint.sdc
export NUM_CORES = 4
export LEC_CHECK = 1
export CORE_UTILIZATION = 40

==> impl_metrics.ini <==
; generated from flow reports
[clock_tree]
post-cts-setup-buffers = 0
cts_hold_buf = 0
cts_resized = 0
numCtsBuffers = 5
clk_path_buf_depth = 2
clk_pin_slew_worst_paths_ns = 0.07
cts_htree_levels = 2
cts-root-buf = clkbuf_8
cts_tree = done
cts.sinks = 35

[layout]
final_cell_mix = clkdlybuf4s50_1 (102), xnor2_1 (45), edfxtp_1 (35), fa_1 (32), o22ai_1 (26)
layout.cells.most_common = clkdlybuf4s50_1
synthToLayoutAreaGrowth_pct = 33.39
fill_cells = 734
layout-drive-gt1-share = 0.07299
final_util = 0.5603
comb_area_um2 = 2270
flop_area_um2 = 1051

[global_routing]
grtUsageMet3 = 0.05921
busiest_layer = met2
grt_max_degree = 36
use_met1 = 0.3474
grt_overflow = 0
track_usage = 0.2312
antenna_found_initial = 0
use_met2 = 0.3661
grt_pass1_vias = 2809
grt_first_pass_wirelength_mm = 14.55

[worst_setup_path]
crit_slowest_cell = clkdlybuf4s50_1
startpoint_type = input port
critPathMaxStageDelay_ns = 0.45
critPathMostFrequentCell = fa_1
crit_type = input port to register
cp_max_fo = 31
cp.arrival_ns = 20.29
end_kind = register
cp_data_required_time_ns = 24.96

[floorplan]
dieArea_um2 = 9136
fp_util = 0.4200
die_w_um = 95.59
core_area_um2 = 8341
io_pins = 105
die_y_um = 95.59
rows = 33

[pwr]
ir_drop_mv = 0.03002
power.density_nw_per_um2 = 51.46
power.leakage_nw = 1.634

[sta]
worst_slew_pin_slew_ns = 0.7109
setup_ws_ns = 4.666
period_minus_slack_ns = 20.13
final_max_slew_viol_count = 0
finalCritPeriodShare = 0.8119
rsz0062_at_grt = false
finalSetupTns_ns = 0
timing.fmax_mhz = 49.67
relSlewSlack = 0.5246
hold_viol = 0
finalSetupViolations = 0

[synth]
edf_count = 35
mappedNetlistArea_um2 = 3503
synthArstFlopShare = 0
yosysWarnings = 2
postSynthAreaPerCell_um2 = 11.16
synth_seq_share = 0.3000
ys.flops = 35
synthDistinctLibCells = 39
ys_cells = 314
synth_cells = 314
yosysChipArea_um2 = 3503
synthFlopType = edfxtp_1

[flow_run]
warning_count = 25
drv_cap = 0

[min_path]
hp-class = input port to register

[place]
io_buffers = 104
gp_congestion = 0.9037
place_ws_ns = 4.307
hpwl_mm = 7.482

[drt]
final_antenna_net_count = 0
drc = 0
num_antenna_cells = 0
post_drt_via_cell_ratio = 5.326
wl_mm = 9.439
vias = 2748
firstDrtPassIters = 4
wire_per_inst_um = 18.29
drt-initial-drc-count = 77

[outcome]
outcome = completed
per-layer routing:
metal | wire length [um] | part of all wire | up-vias
met4 | 125 | 0.013 | 0
met1 | 4175 | 0.44 | 1310
li1 | - | - | 1322
met5 | 0 | 0 | -
met2 | 4449 | 0.47 | 107
met3 | 688 | 0.073 | 9
critical path, delay by kind of cell:
kind	cells	cell delay, ns
adders and majority gates	32	13.29
buffers and inverters	5	1.02
and+or+nand+nor	4	0.74
AOI/OAI and AO/OA	1	0.26
layout make-up:
class | instances | area share
sequential | 35 | 0.2249
multi-input combinational | 248 | 0.4857
inverter | 10 | 0.008032
clock buffer | 5 | 0.01473
tap | 105 | 0.02811
timing repair buffer | 110 | 0.2303
clock inverter | 3 | 0.008300
cells by family (layout without fill, tap and decap cells):
family,after synthesis,count (layout),share of synthesized area
AND-OR/OR-AND,70,70,0.1186
flip-flops,35,35,0.3000
XOR/XNOR,67,67,0.1996
adder cells (fa/ha/maj),52,52,0.2411
AND/OR/NAND/NOR,58,58,0.08536
multiplexers,1,1,0.003214
buffers and inverters,31,128,0.05214
final timing paths:
path | endpoint | startpoint | slack (ns) | depth (start not counted)
worst max-delay path | zero$_DFFE_PP_ | ALU_control[1] | 4.67 | 42
worst min-delay path | overflow$_DFFE_PP_ | ALU_control[3] | 5.42 | 4
where the power goes:
| part | switching [W] | internal (W) | total, W |
|---|---|---|---|
| Combinational | 0.0000537 | 0.0000580 | 0.000112 |
| Sequential | 0.00000196 | 0.0000757 | 0.0000777 |
| Clock | 0.0000216 | 0.0000294 | 0.0000511 |
| Total | 0.0000773 | 0.000163 | 0.000240 |
synth_stat cells (7+ instances only):
cell,instances,area [um^2]
a21oi_1,15,75.07
and3_1,9,56.30
edfxtp_1,35,1051
fa_1,32,640.6
inv_1,10,37.54
maj3_1,18,180.2
nand2_1,7,26.28
nor2_1,16,60.06
nor3_1,11,55.05
o21ai_0,18,90.09
o22ai_1,26,162.7
xnor2_1,45,394.1
xnor2_2,10,162.7
xor2_1,10,87.58
stage by stage:
stage | std cells | power, W | area [um^2] | hold slack (ns)
CTS | 516 | 0.0002437 | 4673 | 5.435
global route | 516 | 0.0002581 | 4673 | 5.432
detailed placement | 508 | 0.0001915 | 4566 | 5.693
global placement | 508 | 0.0001921 | 4566 | 5.693
floorplan | 314 | 0.0001420 | 3503 | 5.073
finish | 516 | 0.0002405 | 4673 | 5.415
state kept, by name, indices dropped and copies added (netlist names):
name      count
cout          1
result       32
zero          1
overflow      1
Power is estimated from default activity; no workload was simulated.
